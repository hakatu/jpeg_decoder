$ cat constraint.sdc
current_design jpeg_idct_ifast_y

set clk_period 38.9
set clk_io_pct 0.2

create_clock -name clk0 -period $clk_period [get_ports {clk_i}]

set non_clock_inputs [all_inputs -no_clocks]
set_input_delay [expr $clk_period * $clk_io_pct] -clock clk0 $non_clock_inputs
set_output_delay [expr $clk_period * $clk_io_pct] -clock clk0 [all_outputs]
$ cat run.sh
#!/bin/bash
# OpenROAD 26Q1-2900-gdf79404cd8, Yosys 0.63+post, stock flow scripts
make -C /OpenROAD-flow-scripts/flow DESIGN_CONFIG=/design/flow/config.mk WORK_HOME=/design/flow/orfs finish
$ cat config.mk
export PLATFORM = sky130hd
export DESIGN_NAME = jpeg_idct_ifast_y
export DESIGN_NICKNAME = jpeg_idct_ifast_y
export VERILOG_FILES = /design/flow/design.v
export SDC_FILE = /design/flow/constraint.sdc
export NUM_CORES = 4
export LEC_CHECK = 1
export CORE_UTILIZATION = 30
$ cat design.v
module jpeg_idct_ifast_y
#(
     parameter OUT_SHIFT        = 14
)
(
     input           clk_i
    ,input           rst_i
    ,input           img_start_i
    ,input           img_end_i
    ,input           inport_valid_i
    ,input  [ 31:0]  inport_data0_i
    ,input  [ 31:0]  inport_data1_i
    ,input  [ 31:0]  inport_data2_i
    ,input  [ 31:0]  inport_data3_i
    ,input  [  2:0]  inport_idx_i
    ,output          outport_valid_o
    ,output [ 31:0]  outport_data_o
    ,output [  5:0]  outport_idx_o
);
localparam [15:0] W1 = 2841;  
localparam [15:0] W2 = 2676;  
localparam [15:0] W3 = 2408;  
localparam [15:0] W5 = 1609;  
localparam [15:0] W6 = 1108;  
localparam [15:0] W7 = 565;   
localparam [15:0] W1_W7_SUM  = 3406;  
localparam [15:0] W1_W7_DIFF = 2276;  
localparam [15:0] W2_W6_SUM  = 3784;  
localparam [15:0] W2_W6_DIFF = 1567;  
localparam [15:0] W3_W5_SUM  = 4017;  
localparam [15:0] W3_W5_DIFF = 799;   
wire signed [31:0] block_in_0_1 = inport_data0_i;
wire signed [31:0] block_in_2_3 = inport_data1_i;
wire signed [31:0] block_in_4_5 = inport_data2_i;
wire signed [31:0] block_in_6_7 = inport_data3_i;
reg signed [31:0] s0;
reg signed [31:0] s1;
reg signed [31:0] s2;
reg signed [31:0] s3;
reg signed [31:0] s4;
reg signed [31:0] s5;
reg signed [31:0] s6;
reg signed [31:0] s7;
reg signed [31:0] mul0_a;
reg signed [31:0] mul0_b;
reg signed [31:0] mul1_a;
reg signed [31:0] mul1_b;
always @ (posedge clk_i )
if (rst_i)
begin
    s0     <= 32'b0;
    s1     <= 32'b0;
    mul0_a <= 32'b0;
    mul0_b <= 32'b0;
    mul1_a <= 32'b0;
    mul1_b <= 32'b0;
end
else
begin
    case (inport_idx_i)
    3'd0:  
    begin
        s0     <= (block_in_0_1 << 8) + 8192;
        s1     <= block_in_4_5 << 8;
        mul0_a <= block_in_2_3 + block_in_6_7;
        mul0_b <= W6;
        mul1_a <= block_in_2_3;
        mul1_b <= W2_W6_DIFF;
    end
    3'd1:  
    begin
        mul0_a <= block_in_0_1 + block_in_6_7;
        mul0_b <= W7;
        mul1_a <= block_in_0_1;
        mul1_b <= W1_W7_DIFF;
    end
    3'd2:  
    begin
        s0     <= s0 + s1;
        s1     <= s0 - s1;
        mul0_a <= block_in_2_3 + block_in_4_5;
        mul0_b <= W3;
        mul1_a <= block_in_6_7;
        mul1_b <= W1_W7_SUM;
    end
    3'd3:  
    begin
        mul0_a <= block_in_2_3;
        mul0_b <= W3_W5_SUM;
        mul1_a <= block_in_4_5;
        mul1_b <= W3_W5_DIFF;
    end
    3'd4:  
    begin
        mul0_a <= block_in_6_7;
        mul0_b <= W2_W6_SUM;
    end
    3'd6:  
    begin
        mul0_a <= s4 - s5;
        mul0_b <= 181;
        mul1_a <= s7 - s6;
        mul1_b <= 181;
    end
    default:
        ;
    endcase
end
reg signed [31:0] mul0;
reg signed [31:0] mul1;
always @ (posedge clk_i )
if (rst_i)
begin
    mul0 <= 32'b0;
    mul1 <= 32'b0;
end
else
begin
    mul0 <= mul0_a * mul0_b;
    mul1 <= mul1_a * mul1_b;
end
reg        out_stg0_valid_q;
reg [2:0]  out_stg0_idx_q;
always @ (posedge clk_i )
if (rst_i)
begin
    out_stg0_valid_q <= 1'b0;
    out_stg0_idx_q   <= 3'b0;
end
else
begin
    out_stg0_valid_q <= inport_valid_i;
    out_stg0_idx_q   <= inport_idx_i;
end
reg        out_stg1_valid_q;
reg [2:0]  out_stg1_idx_q;
always @ (posedge clk_i )
if (rst_i)
begin
    out_stg1_valid_q <= 1'b0;
    out_stg1_idx_q   <= 3'b0;
end
else
begin
    out_stg1_valid_q <= out_stg0_valid_q;
    out_stg1_idx_q   <= out_stg0_idx_q;
end
reg signed [31:0] o_t0;
reg signed [31:0] o_t1;
reg signed [31:0] o_t2;
reg signed [31:0] o_t3;
reg signed [31:0] o_t4;
reg signed [31:0] o_t5;
reg signed [31:0] o_t6;
reg signed [31:0] o_t7;
always @ (posedge clk_i )
if (rst_i)
begin
    s2     <= 32'b0;
    s3     <= 32'b0;
    s4     <= 32'b0;
    s5     <= 32'b0;
    s6     <= 32'b0;
    s7     <= 32'b0;
    o_t0   <= 32'b0;
    o_t1   <= 32'b0;
    o_t2   <= 32'b0;
    o_t3   <= 32'b0;
    o_t4   <= 32'b0;
    o_t5   <= 32'b0;
    o_t6   <= 32'b0;
    o_t7   <= 32'b0;
end
else
begin
    case (out_stg1_idx_q)
    3'd0:
    begin
        s3   <= (mul0 + mul1) >>> 3;   
        s2   <= mul0;                 
    end
    3'd1:
    begin
        s7   <= (mul0 + mul1) >>> 3;  
        s4   <= mul0;                
        o_t0 <= s0 + s3;             
    end
    3'd2:
    begin
        s5   <= mul0;                
        s4   <= (s4 - mul1) >>> 3;    
        o_t3 <= s0 - s3;             
    end
    3'd3:
    begin
        s5   <= (s5 - mul0) >>> 3;    
        s6   <= (s5 - mul1) >>> 3;    
    end
    3'd4:
    begin
        s2   <= (s2 - mul0) >>> 3;    
        o_t4 <= s4 + s5;             
        o_t7 <= s6 + s7;             
    end
    3'd5:
    begin
        o_t1 <= s1 + s2;             
        o_t2 <= s1 - s2;             
    end
    3'd6:
    begin
        o_t5 <= (mul1 - mul0) >>> 8;  
        o_t6 <= (mul1 + mul0) >>> 8;  
    end
    default: ;
    endcase
end
reg        out_stg2_valid_q;
reg [2:0]  out_stg2_idx_q;
always @ (posedge clk_i )
if (rst_i)
begin
    out_stg2_valid_q <= 1'b0;
    out_stg2_idx_q   <= 3'b0;
end
else
begin
    out_stg2_valid_q <= out_stg1_valid_q;
    out_stg2_idx_q   <= out_stg1_idx_q;
end
reg signed [31:0] block_out[0:7];
reg signed [31:0] block_out_tmp;
always @ (posedge clk_i )
if (rst_i)
begin
    block_out[0] <= 32'b0;
    block_out[1] <= 32'b0;
    block_out[2] <= 32'b0;
    block_out[3] <= 32'b0;
    block_out[4] <= 32'b0;
    block_out[5] <= 32'b0;
    block_out[6] <= 32'b0;
    block_out[7] <= 32'b0;
    block_out_tmp <= 32'b0;
end
else if (out_stg2_valid_q)
begin
    if (out_stg2_idx_q == 3'd4)
    begin
        block_out[0] <= ((o_t0 + o_t7) >>> OUT_SHIFT);
        block_out_tmp <= ((o_t0 - o_t7) >>> OUT_SHIFT);  
        block_out[3] <= ((o_t3 + o_t4) >>> OUT_SHIFT);
        block_out[4] <= ((o_t3 - o_t4) >>> OUT_SHIFT);
    end
    if (out_stg2_idx_q == 3'd6)
    begin
        block_out[2] <= ((o_t2 + o_t5) >>> OUT_SHIFT);
        block_out[5] <= ((o_t2 - o_t5) >>> OUT_SHIFT);
        block_out[1] <= ((o_t1 + o_t6) >>> OUT_SHIFT);
        block_out[6] <= ((o_t1 - o_t6) >>> OUT_SHIFT);
        block_out[7] <= block_out_tmp;
    end
end
reg [5:0] valid_q;
always @ (posedge clk_i )
if (rst_i)
    valid_q  <= 6'b0;
else if (img_start_i)
    valid_q  <= 6'b0;
else
    valid_q <= {valid_q[4:0], out_stg2_valid_q};
reg [5:0] ptr_q;
always @ (posedge clk_i )
if (rst_i)
    ptr_q <= 6'd0;
else if (img_start_i)
    ptr_q <= 6'd0;
else if (outport_valid_o)
    ptr_q <= ptr_q + 6'd1;
assign outport_valid_o = valid_q[5];
assign outport_data_o  = block_out[ptr_q[2:0]];
function [5:0] ptr_conv;
    input [5:0] idx;
    reg [5:0] out_idx;
begin
    case (idx)
    6'd0:  out_idx = 6'd0;
    6'd1:  out_idx = 6'd8;
    6'd2:  out_idx = 6'd16;
    6'd3:  out_idx = 6'd24;
    6'd4:  out_idx = 6'd32;
    6'd5:  out_idx = 6'd40;
    6'd6:  out_idx = 6'd48;
    6'd7:  out_idx = 6'd56;
    6'd8:  out_idx = 6'd1;
    6'd9:  out_idx = 6'd9;
    6'd10:  out_idx = 6'd17;
    6'd11:  out_idx = 6'd25;
    6'd12:  out_idx = 6'd33;
    6'd13:  out_idx = 6'd41;
    6'd14:  out_idx = 6'd49;
    6'd15:  out_idx = 6'd57;
    6'd16:  out_idx = 6'd2;
    6'd17:  out_idx = 6'd10;
    6'd18:  out_idx = 6'd18;
    6'd19:  out_idx = 6'd26;
    6'd20:  out_idx = 6'd34;
    6'd21:  out_idx = 6'd42;
    6'd22:  out_idx = 6'd50;
    6'd23:  out_idx = 6'd58;
    6'd24:  out_idx = 6'd3;
    6'd25:  out_idx = 6'd11;
    6'd26:  out_idx = 6'd19;
    6'd27:  out_idx = 6'd27;
    6'd28:  out_idx = 6'd35;
    6'd29:  out_idx = 6'd43;
    6'd30:  out_idx = 6'd51;
    6'd31:  out_idx = 6'd59;
    6'd32:  out_idx = 6'd4;
    6'd33:  out_idx = 6'd12;
    6'd34:  out_idx = 6'd20;
    6'd35:  out_idx = 6'd28;
    6'd36:  out_idx = 6'd36;
    6'd37:  out_idx = 6'd44;
    6'd38:  out_idx = 6'd52;
    6'd39:  out_idx = 6'd60;
    6'd40:  out_idx = 6'd5;
    6'd41:  out_idx = 6'd13;
    6'd42:  out_idx = 6'd21;
    6'd43:  out_idx = 6'd29;
    6'd44:  out_idx = 6'd37;
    6'd45:  out_idx = 6'd45;
    6'd46:  out_idx = 6'd53;
    6'd47:  out_idx = 6'd61;
    6'd48:  out_idx = 6'd6;
    6'd49:  out_idx = 6'd14;
    6'd50:  out_idx = 6'd22;
    6'd51:  out_idx = 6'd30;
    6'd52:  out_idx = 6'd38;
    6'd53:  out_idx = 6'd46;
    6'd54:  out_idx = 6'd54;
    6'd55:  out_idx = 6'd62;
    6'd56:  out_idx = 6'd7;
    6'd57:  out_idx = 6'd15;
    6'd58:  out_idx = 6'd23;
    6'd59:  out_idx = 6'd31;
    6'd60:  out_idx = 6'd39;
    6'd61:  out_idx = 6'd47;
    6'd62:  out_idx = 6'd55;
    default:  out_idx = 6'd63;
    endcase
    ptr_conv = out_idx;
end
endfunction
assign outport_idx_o   = ptr_conv(ptr_q);
endmodule
==> flow_summary_export.csv <==
group,metric,value,unit
timing,final.hold.worst_slack,0.425,ns
routing,drt_drc_violations_left,0,
yosys,synth.area.mux_share,0.0123,
die,dieHeight,530,µm
timing,max-slew-margin-rel,0.238,
die,cell_row_count,193,
timing,grt_setup_unrepaired,"no",
yosys,ff_type,"dfxtp_1",
power_and_ir_drop,irDropWorstVdd,32.9,µV
yosys,synth.cellmix.compoundShare,0.205,
job,maxCapViolations,0,
finish,final_design_area_no_fill,92600,µm²
yosys,synthDistinctLibCells,104,
cts,cts_buffer_depth,3,
critical_path,critical_path.endpoint_type,"flop",
die,die_x,530,µm
critical_path,cp_data_arrival_time,13.29,ns
cts,clkSlewWorstSetupHoldPaths,0.07,ns
timing,max_freq,79.0,MHz
cts,cts_root_buf,"clkbuf_16",
placed_design,postPlaceCellArea,89200,µm²
cts,cts_max_level,3,
yosys,top_cells_by_area,"dfxtp_1 20%, ha_1 16%, fa_1 11%, a21oi_1 5.3%, xnor2_1 5.0%",
critical_path,worst-setup-path-type,"input port to flop",
timing,period_minus_slack,12.66,ns
cts,post_cts.resized_instances,0,
die,floorplan.die_area,281000,µm²
die,initial_utilization,0.302,
yosys,netlist_area,83600,µm²
finish,flow.area_growth_from_synthesis,10.8,%
timing,skew,0.0736,ns
yosys,yosys_warnings,2,
yosys,synth_xor_xnor_area_share,0.0691,
yosys,netlist.top_cell.by_instances,"inv_1",
routing,antenna_violating_nets_left,0,
yosys,yosysTopAreaCell,"dfxtp_1",
placed_design,gp_congestion,1.04,
routing,route.vias.total,73800,
cts,num_cts_buffers,95,
die,core_area,277000,µm²
timing,setup_viol,0,
die,boundaryPins,175,
routing,vias_per_cell,5.18,
yosys,post_synth.cell_area_avg,7.91,µm²
timing,hold_violations,0,
global_routing,gr-total-overflow,0,
job,tool_warnings,338,
cts,tritoncts,"built",
yosys,ys.flops,822,
yosys,yosysTopAreaCellShare,0.197,
yosys,cell_total_in_the_yosys_stat_output,10600,
yosys,synth-simple-area-share,0.173,
timing,setup_tns,0,ns
yosys,netlist_logic_family_top,"adder cells",
timing,worstMarginPinSlew,1.14,ns
power_and_ir_drop,powerDensity,43.2,nW/µm²
yosys,edf_count,0,
global_routing,track_usage,0.221,
finish,drive_above_1_share,0.0461,
finish,postLayoutCoreUtil,0.335,
placed_design,io_buffers,173,
yosys,syn_inst,10600,
routing,number_of_detailed_routing_iterations_run_before_antenna_repair,6,
run_status,outcome,"finished, final reports clean",
cts,clock_sinks,822,
critical_path,cp-start-kind,"input port",
cts,worstSkewPairLatency,0.79,ns
cts,cts_setup_buffers,0,
placed_design,hpwl_dp,249000,µm
routing,drt-total-wl,306000,µm
timing,fin_crit_sh,0.325,
worst_hold_path,cell_count_of_the_worst_hold_path,1,
global_routing,grt_antenna_before_repair,34,
critical_path,crit_path_drt,39.53,ns
routing,first_iter_violations,5833,
yosys,share_of_synthesized_area_occupied_by_flip_flops_and_latches,0.197,
yosys,synth_cell_count_leaders,"1089 x inv_1, 1064 x ha_1, 1042 x nand2_1",
routing,drt-wirelength-per-cell,21.5,µm
yosys,fa_ha_area_frac,0.268,
global_routing,first_global_vias,68700,
yosys,synth_async_sr_flop_share,0,
critical_path,r2r.worst_path.cells,25,
critical_path,max_fo_critical_path,35,
cts,cts_hold_repair.buffers,0,
yosys,yosys_area,83600,µm²
worst_hold_path,timing.hold.worst.class,"flop to flop",
timing,final-max-slew-violation-count,0,
global_routing,wire_length_of_the_first_global_routing_pass,451000,µm
global_routing,grt_start_max_net_pins,113,
finish,fillers,29200,
power_and_ir_drop,leakagePower,40.8,nW
## final timing paths
check,slack (ns),end,from
max,26.24,mul0_a[28]$_SDFFE_PP0P_,inport_idx_i[0]
min reg2reg,0.43,valid_q[1]$_SDFF_PP0_,valid_q[0]$_SDFF_PP0_
min,0.43,valid_q[1]$_SDFF_PP0_,valid_q[0]$_SDFF_PP0_
max reg2reg,31.32,mul1[31]$_SDFF_PP0_,mul1_b[6]$_SDFFE_PP0P_
## metrics by stage
| stage | setup slack [ns] | power (mW) | std cells |
|---|---|---|---|
| after CTS | 26.50 | 3.97 | 14200 |
| final | 26.24 | 4.00 | 14200 |
| after detailed placement | 25.74 | 3.00 | 14100 |
| after floorplan | 27.16 | 2.29 | 10600 |
| after global placement | 25.71 | 3.00 | 14100 |
| after global routing | 26.06 | 4.23 | 14200 |
## state kept, by name (all words and copies together) (netlist names), 11 cells and up
| register | cells |
|---|---|
| o_t4 | 32 |
| o_t2 | 31 |
| mul0_a | 32 |
| o_t3 | 32 |
| o_t0 | 32 |
| mul0_b | 11 |
| s6 | 29 |
| s3 | 29 |
| mul1 | 32 |
| block_out | 144 |
| o_t5 | 24 |
| s1 | 32 |
| mul0 | 32 |
| s7 | 29 |
| s0 | 31 |
| s2 | 32 |
| s5 | 32 |
| block_out_tmp | 18 |
| o_t1 | 32 |
| o_t7 | 30 |
| mul1_a | 32 |
| o_t6 | 24 |
| s4 | 32 |
## critical path: stages
cell and delay [ns]:
clkdlybuf4s50_1 0.40, buf_4 0.28, inv_2 0.37, nand2_1 0.18, nor2_4 0.23, buf_4 0.38
buf_4 0.53, nand2_1 0.11, nand2_1 0.09, ha_1 0.30, and3_1 0.23, a31oi_1 0.15
o21ai_0 0.10, a21oi_1 0.41, o31ai_1 0.22, nand2_1 0.13, a31oi_1 0.13, a31oi_1 0.37
o21ai_1 0.23, or4_1 0.43, a21oi_1 0.14, nor4_1 0.07
## cells in the final DEF, fill, tap and decap left out, types with 21 or more instances in the layout
master | Yosys | routed
a2111oi_0 | 23 | 23
a211o_1 | 21 | 21
a211oi_1 | 347 | 346
a21o_1 | 178 | 178
a21oi_1 | 885 | 885
a221oi_1 | 54 | 54
a22oi_1 | 23 | 23
a311oi_1 | 61 | 61
a31oi_1 | 79 | 79
and2_1 | 323 | 323
and3_1 | 51 | 50
buf_4 | 14 | 184
clkbuf_16 | 0 | 95
clkdlybuf4s50_1 | 0 | 171
dfxtp_1 | 822 | 820
fa_1 | 453 | 453
ha_1 | 1064 | 1063
inv_1 | 1089 | 1088
mux2_2 | 31 | 31
mux2i_1 | 58 | 58
nand2_1 | 1042 | 1040
nand2b_1 | 96 | 96
nand3_1 | 122 | 121
nand4_1 | 26 | 26
nor2_1 | 979 | 969
nor2b_1 | 111 | 110
nor3_1 | 185 | 182
nor4_1 | 44 | 44
o211ai_1 | 61 | 61
o21a_1 | 54 | 54
o21ai_0 | 382 | 382
o21ai_1 | 44 | 44
o21bai_1 | 104 | 104
o22ai_1 | 41 | 41
o31ai_1 | 44 | 44
or2_2 | 21 | 21
or3_1 | 85 | 84
xnor2_1 | 473 | 473
xor2_1 | 186 | 186
## final cells by class
| cell class | instances | area, µm² | area share |
|---|---|---|---|
| diodes | 16 | 40.0 | 0.000432 |
| clock buffers | 127 | 2650 | 0.0286 |
| clock inverters | 49 | 683 | 0.00738 |
| inverters | 1096 | 4120 | 0.0445 |
| multi-input cells | 8072 | 60900 | 0.658 |
| flip-flops and latches | 822 | 16500 | 0.178 |
| well taps | 3705 | 4640 | 0.0501 |
| repair buffers | 358 | 3130 | 0.0338 |
## per-layer routing
metal / vias up / track usage / wire (µm)
met5: - / 0 / 148
met4: 22 / 0.0779 / 13600
met3: 536 / 0.0795 / 34500
met2: 2539 / 0.314 / 125000
met1: 34900 / 0.313 / 132000
li1: 35800 / - / -
## power by group
group          internal [mW]  total (mW)  switching, mW
Combinational          0.749        2.01           1.26
Sequential             0.908        1.03          0.122
Clock                  0.541       0.965          0.424
## cells by family after synthesis
logic type / count (synthesis)
and+or+nand+nor: 3163
AOI/OAI and AO/OA: 2637
buffers and inverters: 1665
adders and majority gates: 1517
DFF: 822
xor gates and xnor gates: 659
muxes: 95
other: 1
Power and IR drop assume default switching activity.
