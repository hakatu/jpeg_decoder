<file path="flow/config.mk">
export PLATFORM = sky130hd
export DESIGN_NAME = jpeg_idct_ifast_x
export DESIGN_NICKNAME = jpeg_idct_ifast_x
export VERILOG_FILES = /design/flow/design.v
export SDC_FILE = /design/flow/constraint.sdc
export NUM_CORES = 4
export LEC_CHECK = 1
export CORE_UTILIZATION = 50
</file>
<file path="flow/constraint.sdc">
current_design jpeg_idct_ifast_x

set clk_period 17.2
set clk_io_pct 0.2

create_clock -name clk0 -period $clk_period [get_ports {clk_i}]

set non_clock_inputs [all_inputs -no_clocks]
set_input_delay [expr $clk_period * $clk_io_pct] -clock clk0 $non_clock_inputs
set_output_delay [expr $clk_period * $clk_io_pct] -clock clk0 [all_outputs]
</file>
<file path="flow/design.v">
module jpeg_idct_ifast_x
#(
     parameter OUT_SHIFT        = 8
)
(
     input           clk_i
    ,input           rst_i
    ,input           img_start_i
    ,input           img_end_i
    ,input           inport_valid_i
    ,input  [ 15:0]  inport_data0_i
    ,input  [ 15:0]  inport_data1_i
    ,input  [ 15:0]  inport_data2_i
    ,input  [ 15:0]  inport_data3_i
    ,input  [  2:0]  inport_idx_i
    ,output          outport_valid_o
    ,output [ 31:0]  outport_data_o
    ,output [  5:0]  outport_idx_o
);
localparam [15:0] W1 = 2841;  
localparam [15:0] W2 = 2676;  
localparam [15:0] W3 = 2408;  
localparam [15:0] W5 = 1609;  
localparam [15:0] W6 = 1108;  
localparam [15:0] W7 = 565;   
localparam [15:0] W1_W7_SUM  = 3406;  
localparam [15:0] W1_W7_DIFF = 2276;  
localparam [15:0] W2_W6_SUM  = 3784;  
localparam [15:0] W2_W6_DIFF = 1567;  
localparam [15:0] W3_W5_SUM  = 4017;  
localparam [15:0] W3_W5_DIFF = 799;   
wire signed [31:0] block_in_0_1 = {{16{inport_data0_i[15]}}, inport_data0_i};
wire signed [31:0] block_in_2_3 = {{16{inport_data1_i[15]}}, inport_data1_i};
wire signed [31:0] block_in_4_5 = {{16{inport_data2_i[15]}}, inport_data2_i};
wire signed [31:0] block_in_6_7 = {{16{inport_data3_i[15]}}, inport_data3_i};
reg signed [31:0] s0;
reg signed [31:0] s1;
reg signed [31:0] s2;
reg signed [31:0] s3;
reg signed [31:0] s4;
reg signed [31:0] s5;
reg signed [31:0] s6;
reg signed [31:0] s7;
reg signed [31:0] mul0_a;
reg signed [31:0] mul0_b;
reg signed [31:0] mul1_a;
reg signed [31:0] mul1_b;
always @ (posedge clk_i )
if (rst_i)
begin
    s0     <= 32'b0;
    s1     <= 32'b0;
    mul0_a <= 32'b0;
    mul0_b <= 32'b0;
    mul1_a <= 32'b0;
    mul1_b <= 32'b0;
end
else
begin
    case (inport_idx_i)
    3'd0:  
    begin
        s0     <= (block_in_0_1 << 11) + 128;
        s1     <= block_in_4_5 << 11;
        mul0_a <= block_in_2_3 + block_in_6_7;
        mul0_b <= W6;
        mul1_a <= block_in_2_3;
        mul1_b <= W2_W6_DIFF;
    end
    3'd1:  
    begin
        mul0_a <= block_in_0_1 + block_in_6_7;
        mul0_b <= W7;
        mul1_a <= block_in_0_1;
        mul1_b <= W1_W7_DIFF;
    end
    3'd2:  
    begin
        s0     <= s0 + s1;
        s1     <= s0 - s1;
        mul0_a <= block_in_2_3 + block_in_4_5;
        mul0_b <= W3;
        mul1_a <= block_in_6_7;
        mul1_b <= W1_W7_SUM;
    end
    3'd3:  
    begin
        mul0_a <= block_in_2_3;
        mul0_b <= W3_W5_SUM;
        mul1_a <= block_in_4_5;
        mul1_b <= W3_W5_DIFF;
    end
    3'd4:  
    begin
        mul0_a <= block_in_6_7;
        mul0_b <= W2_W6_SUM;
    end
    3'd6:  
    begin
        mul0_a <= s4 - s5;
        mul0_b <= 181;
        mul1_a <= s7 - s6;
        mul1_b <= 181;
    end
    default:
        ;
    endcase
end
reg signed [31:0] mul0;
reg signed [31:0] mul1;
always @ (posedge clk_i )
if (rst_i)
begin
    mul0 <= 32'b0;
    mul1 <= 32'b0;
end
else
begin
    mul0 <= mul0_a * mul0_b;
    mul1 <= mul1_a * mul1_b;
end
reg        out_stg0_valid_q;
reg [2:0]  out_stg0_idx_q;
always @ (posedge clk_i )
if (rst_i)
begin
    out_stg0_valid_q <= 1'b0;
    out_stg0_idx_q   <= 3'b0;
end
else
begin
    out_stg0_valid_q <= inport_valid_i;
    out_stg0_idx_q   <= inport_idx_i;
end
reg        out_stg1_valid_q;
reg [2:0]  out_stg1_idx_q;
always @ (posedge clk_i )
if (rst_i)
begin
    out_stg1_valid_q <= 1'b0;
    out_stg1_idx_q   <= 3'b0;
end
else
begin
    out_stg1_valid_q <= out_stg0_valid_q;
    out_stg1_idx_q   <= out_stg0_idx_q;
end
reg signed [31:0] o_t0;
reg signed [31:0] o_t1;
reg signed [31:0] o_t2;
reg signed [31:0] o_t3;
reg signed [31:0] o_t4;
reg signed [31:0] o_t5;
reg signed [31:0] o_t6;
reg signed [31:0] o_t7;
always @ (posedge clk_i )
if (rst_i)
begin
    s2     <= 32'b0;
    s3     <= 32'b0;
    s4     <= 32'b0;
    s5     <= 32'b0;
    s6     <= 32'b0;
    s7     <= 32'b0;
    o_t0   <= 32'b0;
    o_t1   <= 32'b0;
    o_t2   <= 32'b0;
    o_t3   <= 32'b0;
    o_t4   <= 32'b0;
    o_t5   <= 32'b0;
    o_t6   <= 32'b0;
    o_t7   <= 32'b0;
end
else
begin
    case (out_stg1_idx_q)
    3'd0:
    begin
        s3   <= mul0 + mul1;   
        s2   <= mul0;          
    end
    3'd1:
    begin
        s7   <= mul0 + mul1;  
        s4   <= mul0;         
        o_t0 <= s0 + s3;      
    end
    3'd2:
    begin
        s5   <= mul0;         
        s4   <= s4 - mul1;    
        o_t3 <= s0 - s3;      
    end
    3'd3:
    begin
        s5   <= s5 - mul0;    
        s6   <= s5 - mul1;    
    end
    3'd4:
    begin
        s2   <= s2 - mul0;    
        o_t4 <= s4 + s5;      
        o_t7 <= s6 + s7;      
    end
    3'd5:
    begin
        o_t1 <= s1 + s2;      
        o_t2 <= s1 - s2;      
    end
    3'd6:
    begin
        o_t5 <= (mul1 - mul0) >>> 8;  
        o_t6 <= (mul1 + mul0) >>> 8;  
    end
    default: ;
    endcase
end
reg        out_stg2_valid_q;
reg [2:0]  out_stg2_idx_q;
always @ (posedge clk_i )
if (rst_i)
begin
    out_stg2_valid_q <= 1'b0;
    out_stg2_idx_q   <= 3'b0;
end
else
begin
    out_stg2_valid_q <= out_stg1_valid_q;
    out_stg2_idx_q   <= out_stg1_idx_q;
end
reg signed [31:0] block_out[0:7];
reg signed [31:0] block_out_tmp;
always @ (posedge clk_i )
if (rst_i)
begin
    block_out[0] <= 32'b0;
    block_out[1] <= 32'b0;
    block_out[2] <= 32'b0;
    block_out[3] <= 32'b0;
    block_out[4] <= 32'b0;
    block_out[5] <= 32'b0;
    block_out[6] <= 32'b0;
    block_out[7] <= 32'b0;
    block_out_tmp <= 32'b0;
end
else if (out_stg2_valid_q)
begin
    if (out_stg2_idx_q == 3'd4)
    begin
        block_out[0] <= ((o_t0 + o_t7) >>> OUT_SHIFT);
        block_out_tmp <= ((o_t0 - o_t7) >>> OUT_SHIFT);  
        block_out[3] <= ((o_t3 + o_t4) >>> OUT_SHIFT);
        block_out[4] <= ((o_t3 - o_t4) >>> OUT_SHIFT);
    end
    if (out_stg2_idx_q == 3'd6)
    begin
        block_out[2] <= ((o_t2 + o_t5) >>> OUT_SHIFT);
        block_out[5] <= ((o_t2 - o_t5) >>> OUT_SHIFT);
        block_out[1] <= ((o_t1 + o_t6) >>> OUT_SHIFT);
        block_out[6] <= ((o_t1 - o_t6) >>> OUT_SHIFT);
        block_out[7] <= block_out_tmp;
    end
end
reg [5:0] valid_q;
always @ (posedge clk_i )
if (rst_i)
    valid_q  <= 6'b0;
else if (img_start_i)
    valid_q  <= 6'b0;
else
    valid_q <= {valid_q[4:0], out_stg2_valid_q};
reg [5:0] ptr_q;
always @ (posedge clk_i )
if (rst_i)
    ptr_q <= 6'd0;
else if (img_start_i)
    ptr_q <= 6'd0;
else if (outport_valid_o)
    ptr_q <= ptr_q + 6'd1;
assign outport_valid_o = valid_q[5];
assign outport_data_o  = block_out[ptr_q[2:0]];
assign outport_idx_o   = ptr_q;
endmodule
</file>
<file path="flow/run.sh">
#!/bin/bash
# OpenROAD 26Q1-2900-gdf79404cd8, Yosys 0.63+post, stock flow scripts
make -C /OpenROAD-flow-scripts/flow DESIGN_CONFIG=/design/flow/config.mk WORK_HOME=/design/flow/orfs finish
</file>
==> reports/qor.csv <==
metric;value;unit
antenna_found_initial;14;
clkTransAtPathRegs;0.06;ns
postSynthSeqShare;0.204;
via_count;76500;
setup_tns;0;ns
ff_type;dfxtp_1;
top_area_frac;0.204;
remaining_drc_errors;0;
p_comb_frac;0.498;
yosys_area;86400;sq um
finalCoreUtilization;0.543;
max_flop_register;block_out;
synth_top_cell_by_area;dfxtp_1;
cts_sinks;881;
switching_share;0.441;
cp.required;13.76;ns
drv_slew;0;
cts_max_level;3;
wirelength;310000;um
grt_overflow;0;
hold_viol;0;
drt-vias-per-instance;5.86;
yosysWarnings;2;
final_layout_top_logic_cells;1107 x inv_1, 1056 x ha_1, 976 x nor2_1;
clockBufferDepth;3;
leakagePower;41.5;nW
fp_util;0.504;
cp-end-kind;output pin;
clk_latency;0.76;ns
dr.first_iter.drc_count;5597;
postCtsSetupRepairBufs;0;
area_growth;7.84;%
edf_count;0;
start_kind;register;
dr.pass1.iters;10;
skew;0.0462;ns
largest_reg_flops;192;
crit_arrival;4.42;ns
cts_made_buffers;107;
rsz0062_at_grt;false;
status;finished clean;
cts_tree;done;
relSlewSlack;0.262;
fin_crit;7.86;ns
netlist_instances;10800;
ys_ff;881;
fin_ws;9.34;ns
yosysCellCount;10800;
hpwl;250000;um
p_int;0.00542;W
synthArstFlopShare;0;
cts_hold_buf;0;
cts.repair.resized;0;
wl_per_cell;23.8;um
hold_slack;0.426;ns
die_area;174000;sq um
netlist-cell-type-count;111;
coreArea;172000;sq um
power_density;104;nW/um^2
io_buffers;109;
grt_start_max_net_pins;130;
die_w;418;um
worstMarginPinSlew;1.10;ns
log.warning_count;338;
design_area;93100;sq um
rows;152;
globalRouteTotalUtil;0.368;
finalClockPeriodUsage;0.457;
gp_congestion;1.01;
drive_gt1_frac;0.0455;
avgSynthCellArea;7.97;sq um
netlist_area;86400;sq um
fmax;0.127;GHz
grt_pass1_vias;73300;
ir_worst_vdd;0.100;mV
grt_pass1_wl;464000;um
chipHeight;418;um
antenna_left;0;
p_clk_frac;0.243;
pwr-share-seq;0.259;
yosys-top-cells-area;dfxtp_1 20%, ha_1 15%, fa_1 11%;
path_class;reg2out;
switching_power;0.00427;W
ios;111;
cts_root_buf;clkbuf_16;
cap_viol_max_count;0;
finalSetupViolCount;0;
placed_area;89500;sq um
layout_top_cell;inv_1;
dpl_worst_slack;9.47;ns
hold_path.class;reg2reg;
crit_fanout;35;
==> power groups by stage <==
| stage | combinational, W | clock [W] | sequential (W) |
|---|---|---|---|
| global route | 0.00530 | 0.00247 | 0.00252 |
| finish | 0.00483 | 0.00235 | 0.00251 |
| CTS | 0.00478 | 0.00239 | 0.00250 |
==> cells by family after synthesis <==
family	after synthesis	synth area share
AOI/OAI and AO/OA	2828	0.214
xor gates and xnor gates	656	0.0665
adders and majority gates	1515	0.259
buffers and inverters	1695	0.0744
DFF	881	0.204
muxes	85	0.0103
other	1	0.0000434
and+or+nand+nor	3180	0.171
==> metal layers <==
metal  up-vias  GRT usage  routed length [um]
met1     36700      0.533              136000
li1      36900          -                   -
met5         -          0                  26
met4         4      0.145               15700
met3       480     0.0791               23500
met2      2423      0.552              135000
==> Yosys cell counts (all sizes together) (29+ instances only) <==
master,instances
o22ai,33
or3,93
nor2b,106
o211ai,45
mux2i,65
o21ai,441
a221oi,29
o21bai,126
nand2,952
a31oi,90
or2,34
nor3,194
inv,1121
nor2,985
and3,53
buf,52
xnor2,521
a211oi,400
fa,459
nand3,151
a311oi,44
a21o,176
xor2,135
nand4,41
a222oi,38
and2,340
o21a,83
dfxtp,881
clkbuf,520
o221ai,40
a21oi,933
o31ai,57
ha,1056
nor4,44
nand2b,97
==> layout make-up <==
type,instances,area (sq um)
fillers,16000,78400
multi-input cells,8265,62400
flip-flops and latches,881,17600
inverters,1123,4220
clock buffers,147,3090
well taps,2310,2890
repair buffers,278,2360
clock inverters,51,526
diodes,3,7.51
==> worst max-delay path, stage by stage, from the launching register on <==
cell and delay [ns]:
dfxtp_1 0.43, inv_1 0.09, ha_1 0.19, buf_4 0.28, nor2_1 0.68, nand2_1 0.47
buf_4 0.39, a41oi_1 0.34, buf_4 0.26, clkdlybuf4s50_1 0.48
==> final timing paths <==
check / start / to / slack, ns / cells past startpoint
worst max register to register: mul0_b[7] / mul0[31] / 9.58 / 23
worst min register to register: valid_q[4] / valid_q[5] / 0.43 / 1
worst max-delay path: ptr_q[1] / outport_data_o[29] / 9.34 / 9
worst min-delay path: valid_q[4] / valid_q[5] / 0.43 / 1
==> through the flow <==
step                std cells  power [W]
floorplan               10800    0.00576
global placement        12900    0.00727
detailed placement      12900    0.00729
CTS                     13100    0.00967
global route            13100     0.0103
finish                  13100    0.00969
Power and IR drop assume default switching activity.
